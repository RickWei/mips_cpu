### run.sh
#!/bin/bash
# OpenROAD 26Q1-2900-gdf79404cd8, Yosys 0.63+post, stock flow scripts
make -C /OpenROAD-flow-scripts/flow DESIGN_CONFIG=/design/flow/config.mk WORK_HOME=/design/flow/orfs finish
### config.mk
export PLATFORM = sky130hd
export DESIGN_NAME = RegFile
export DESIGN_NICKNAME = RegFile
export VERILOG_FILES = /design/flow/design.v
export SDC_FILE = /design/flow/constraint.sdc
export NUM_CORES = 4
export LEC_CHECK = 1
export CORE_UTILIZATION = 30
### constraint.sdc
current_design RegFile

set clk_period 8.5
set clk_io_pct 0.2

create_clock -name clk0 -period $clk_period [get_ports {CLK}]

set non_clock_inputs [all_inputs -no_clocks]
set_input_delay [expr $clk_period * $clk_io_pct] -clock clk0 $non_clock_inputs
set_output_delay [expr $clk_period * $clk_io_pct] -clock clk0 [all_outputs]
### design.v
`timescale 1ns / 1ps
module RegFile(
    input CLK, WE,
    input [4:0] R1, R2, RW,
    input [31:0] Din,
    output [31:0] A,B
    );
    reg [31:0] regs[0:31];
    integer i;
    initial 
    begin
        for (i=0; i<32; i=i+1) begin
            regs[i] = 0;
        end
    end
    assign A=regs[R1];
    assign B=regs[R2];
    always @(posedge CLK) begin
        if (WE) begin
            regs[RW] <= Din;
        end
    end
endmodule
==> results.py <==
# Physical implementation metrics
metrics = {
    "outcome": {
        "status": "finished clean",
    },
    "die": {
        "rows": 147,
        "fp_util": 0.303,
        "dieArea_um2": 164000,
        "die_y_um": 405,
        "core_area_um2": 161000,
        "die_width_um": 405,
        "ioPinCount": 113,
    },
    "routing": {
        "vias": 30900,
        "drt_iter0_drc": 2143,
        "wl_um": 152000,
        "drc": 0,
        "dr.pass1.iters": 5,
        "ant_nets": 0,
        "wl_per_cell_um": 26.7,
        "vias_per_cell": 5.40,
    },
    "clock_tree": {
        "cts_root_buf": "clkbuf_16",
        "ctsHoldBuffers": 0,
        "cts_buffers": 102,
        "postCtsSetupBuffers": 0,
        "cts_tree": "built",
        "clk_path_buf_depth": 3,
        "cts-htree-levels": 3,
        "clkSlewWorstSetupHoldPaths_ns": 0.06,
        "postCtsResizedCells": 0,
        "cts_sinks": 1024,
    },
    "synth": {
        "flop_cell": "edfxtp_1",
        "synth_seq_share": 0.630,
        "syn_avg_cell_area_um2": 14.4,
        "edf_count": 1024,
        "ys_chip_area_um2": 48800,
        "postSynthCellCount": 3386,
        "async_flop_share": 0,
        "netlist_area_um2": 48800,
        "numSynthFlops": 1024,
        "yosys_warnings": 1,
        "yosys-stat-cells": 3386,
        "synth.distinct_cells": 23,
    },
    "power": {
        "vdd.ir_drop.worst_uv": 140,
        "power_w": 0.0113,
        "power_density_nw_per_um2": 202,
        "power.leakage_nw": 20.1,
    },
    "final_timing": {
        "finalWorstSetupSlack_ns": 1.66,
        "hold_violations": 0,
        "slew_headroom": 0.367,
        "setup_viol": 0,
        "drv_slew": 0,
        "layout_min_cycle_time_ns": 6.84,
        "fmax_ghz": 0.146,
        "finalSetupTns_ns": 0,
        "fin_crit_sh": 0.805,
        "rsz0062_at_grt": "no",
        "worstMarginPinSlew_ns": 0.947,
    },
    "layout": {
        "layout_top_cells": "mux2i_1, edfxtp_1, nand3_1",
        "fin_cells": 5719,
        "drive_above_1_share": 0.0911,
        "top_register": "regs",
        "final_util": 0.347,
        "reg_top3": "regs x1024",
        "fillers": 15100,
        "largest_reg_flops": 1024,
        "areaGrowthSynthToFinish_pct": 14.5,
    },
    "worst_setup_path": {
        "start_kind": "input port",
        "path_max_fanout": 32,
        "crit_arrival_ns": 5.14,
        "critPathRequiredTime_ns": 6.80,
        "worstSetupPathType": "in -> out",
        "cp-end-kind": "primary output",
    },
    "global_routing": {
        "grt_max_degree": 90,
        "grt_usage": 0.194,
        "antenna_found_initial": 7,
        "grt_pass1_wl_um": 218000,
        "grt_pass1_vias": 32300,
        "overflow": 0,
    },
    "run": {
        "warning_count": 26,
        "drv_cap": 0,
    },
    "placement": {
        "dp.cells": 5527,
        "dp_hpwl_um": 85800,
        "post-place-ws_ns": 1.70,
        "io_buffers": 112,
        "gp_congestion": 0.876,
    },
    "worst_hold_path": {
        "holdPathStages": 2,
        "min-delay-path-class": "in -> reg",
        "hold_end": "regs[24][22]",
        "min-delay-start": "Din[22]",
    },
}
[area by class of cell]
cell class,instances,area [µm²],share of cell area
repair buffers,234,2260,0.0404
flip-flops and latches,1024,30700,0.550
well taps,2160,2700,0.0484
diodes,1,2.50,0.0000448
multi-input cells,2109,16800,0.300
clock inverters,73,747,0.0134
clock buffers,118,2630,0.0471
[how the worst max path moves through the flow]
stage | startpoint | endpoint | cells after the start
4_1_cts | R1[0] | A[1] | 8
5_1_grt | R1[0] | A[21] | 7
6_report | R1[0] | A[21] | 8
[layer usage]
| layer | part of all wire | global-route usage | wire (µm) | vias to the layer above |
|---|---|---|---|---|
| li1 | - | - | - | 13600 |
| met1 | 0.36 | 0.226 | 54500 | 15200 |
| met2 | 0.46 | 0.298 | 70500 | 1709 |
| met3 | 0.14 | 0.118 | 21200 | 311 |
| met4 | 0.040 | 0.0629 | 6100 | 12 |
| met5 | 0.00047 | 0.000892 | 72 | - |
[synthesized netlist by cell type, drive strengths merged (4+ instances only)]
master | instances | area (µm²)
a22o | 128 | 1120
nor2 | 35 | 131
edfxtp | 1024 | 30700
nand3b | 5 | 37.5
buf | 163 | 1210
nand2 | 195 | 732
clkbuf | 90 | 353
nand2b | 4 | 25.0
nor2b | 4 | 25.0
mux2i | 1024 | 10200
a21oi | 192 | 961
nor3 | 64 | 320
a22oi | 192 | 1440
a31oi | 64 | 400
nand3 | 194 | 971
[cells by family (layout without fill, tap and decap cells)]
kind of cell,Yosys count,after routing,share of synthesized area
AOI/OAI and AO/OA,576,576,0.0804
buffers and inverters,253,425,0.0321
DFF,1024,1024,0.630
muxes,1024,1024,0.210
other,0,1,0
and+or+nand+nor,509,509,0.0471
[critical path, stage by stage]
cell and delay (ns):
clkdlybuf4s50_1 0.72, nor2b_4 0.65, buf_4 0.61, a22o_1 0.22, nor3_1 0.05, a31oi_1 0.32
nand3_1 0.32, clkdlybuf4s50_1 0.51
[per-stage QoR]
stage	hold WS (ns)	cell area, µm²
2_1_floorplan	1.80	48800
3_3_place_gp	2.53	52500
3_5_place_dp	2.53	52500
4_1_cts	1.78	55900
5_1_grt	1.83	55900
6_report	1.82	55900
[power breakdown]
part / leakage, nW / internal [W] / switching, W / total (W)
combinational: 9.24 / 0.000391 / 0.000649 / 0.00104
clock: 1.64 / 0.00262 / 0.00196 / 0.00458
sequential: 9.22 / 0.00562 / 0.0000237 / 0.00564
No activity file was given, so power comes from the tool's default toggle rates.
