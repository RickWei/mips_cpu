$ cat flow/config.mk
export PLATFORM = sky130hd
export DESIGN_NAME = ID_EX
export DESIGN_NICKNAME = ID_EX
export VERILOG_FILES = /design/flow/design.v
export SDC_FILE = /design/flow/constraint.sdc
export NUM_CORES = 4
export LEC_CHECK = 1
export CORE_AREA = 10 10 231 231
export DIE_AREA = 0 0 241 241
$ cat flow/constraint.sdc
current_design ID_EX

set clk_period 1.0
set clk_io_pct 0.2

create_clock -name clk0 -period $clk_period [get_ports {CLK}]

set non_clock_inputs [all_inputs -no_clocks]
set_input_delay [expr $clk_period * $clk_io_pct] -clock clk0 $non_clock_inputs
set_output_delay [expr $clk_period * $clk_io_pct] -clock clk0 [all_outputs]
$ cat flow/design.v
`timescale 1ns / 1ps
module ID_EX(
    input CLK,CLR,
    input [31:0] PC_in,IR_in,R1_in,R2_in,IMM_in,
    input [4:0] WR_in,
    input [12:0] EX_in,
    input [3:0] M_in,
    input [1:0] WB_in,
    input predict_ID,
    output [31:0] PC_out,IR_out,R1_out,R2_out,IMM_out,
    output [4:0] WR_out,
    output [12:0] EX_out,
    output [3:0] M_out,
    output [1:0] WB_out,
    output predict_EX
    );
    reg ENABLE=1;
    wire predict_in_temp=CLR?1'b0:predict_ID;
    wire predict_out_temp;
    register #(.width(1)) predict(CLK, ENABLE, predict_in_temp, predict_out_temp);
    assign predict_EX=predict_out_temp;
    wire [31:0] PC_in_temp=CLR?32'b0:PC_in;
    wire [31:0] PC_out_temp;
    register #(.width(32)) PC(CLK, ENABLE, PC_in_temp, PC_out_temp);
    assign PC_out=PC_out_temp;
    wire [31:0] IR_in_temp=CLR?32'b0:IR_in;
    wire [31:0] IR_out_temp;
    register #(.width(32)) IR(CLK, ENABLE, IR_in_temp, IR_out_temp);
    assign IR_out=IR_out_temp;
    wire [31:0] R1_in_temp=CLR?32'b0:R1_in;
    wire [31:0] R1_out_temp;
    register #(.width(32)) R1(CLK, ENABLE, R1_in_temp, R1_out_temp);
    assign R1_out=R1_out_temp;
    wire [31:0] R2_in_temp=CLR?32'b0:R2_in;
    wire [31:0] R2_out_temp;
    register #(.width(32)) R2(CLK, ENABLE, R2_in_temp, R2_out_temp);
    assign R2_out=R2_out_temp;
    wire [31:0] IMM_in_temp=CLR?32'b0:IMM_in;
    wire [31:0] IMM_out_temp;
    register #(.width(32)) IMM(CLK, ENABLE, IMM_in_temp, IMM_out_temp);
    assign IMM_out=IMM_out_temp;
    wire [4:0] WR_in_temp=CLR?5'b0:WR_in;
    wire [4:0] WR_out_temp;
    register #(.width(5)) WR(CLK, ENABLE, WR_in_temp, WR_out_temp);
    assign WR_out=WR_out_temp;     
    wire [12:0] EX_in_temp=CLR?13'b0:EX_in;
    wire [12:0] EX_out_temp;
    register #(.width(13)) EX(CLK, ENABLE, EX_in_temp, EX_out_temp);
    assign EX_out=EX_out_temp;  
    wire [3:0] M_in_temp=CLR?4'b0:M_in;
    wire [3:0] M_out_temp;
    register #(.width(4)) M(CLK, ENABLE, M_in_temp, M_out_temp);
    assign M_out=M_out_temp;  
    wire [1:0] WB_in_temp=CLR?2'b0:WB_in;
    wire [1:0] WB_out_temp;
    register #(.width(2)) WB(CLK, ENABLE, WB_in_temp, WB_out_temp);
    assign WB_out=WB_out_temp;  
endmodule
`timescale 1ns / 1ps
module register 
    #(
        parameter width = 32
    )
    (
    input clk, WE,
    input [width-1:0] din,
    output reg [width-1:0] dout
    );
    initial
    begin
        dout <= 0;
    end
    always @(posedge clk) begin
        if (WE) begin
            dout[width-1:0] <= din[width-1:0];
        end
    end
endmodule
$ cat flow/run.sh
#!/bin/bash
# OpenROAD 26Q1-2900-gdf79404cd8, Yosys 0.63+post, stock flow scripts
make -C /OpenROAD-flow-scripts/flow DESIGN_CONFIG=/design/flow/config.mk WORK_HOME=/design/flow/orfs finish
==> out/metrics.yaml <==
die:
  row_count: 80
  core_region_area_um2: 48000
  num_io_pins: 372
  fp_util_pct: 10.3
  dieArea_um2: 58100
  die_y_um: 241
  dieWidth_um: 241
setup_path:
  arrival_ns: 0.98
  critPathLaunch: "R2.dout[9]$_SDFF_PP0_"
  path_max_fanout: 1
  cp.depth: 1
  critical_path_required_ns: 0.80
  cp-endpoint: "R2_out[9]"
  start_kind: "flip-flop"
  cp-end-kind: "output pin"
  crit_chain: "buf_6"
  slowest_delay_ns: 0.40
  cp_num_buf_inv: 1
  crit_type: "flip-flop to output pin"
  critPathSlowestCell: "dfxtp_4"
  crit_family: "flip-flops"
pwr:
  p_switching_mw: 3.72
  clkPwrFrac_pct: 43.6
  p_sw_share_pct: 22.3
  power_mw: 16.7
  power_leakage_nw: 3.97
  cellPowerDensity_nw_per_um2: 1790
  p_comb_share_pct: 9.2
  seqPwrFrac_pct: 47.2
  p_int_mw: 13.0
  ir_drop_mv: 1.05
global_routing:
  grt_first_pass_wirelength_mm: 27.1
  antenna_found_initial: 2
  grt-ovfl-total: 0
  grt_pass1_vias: 4071
  grt_use_total_pct: 6.35
  grt_max_degree: 48
detailed_routing:
  ant_nets: 0
  drt_pre_antenna_iters: 4
  wl_per_cell_um: 14.0
  drt_iter0_markers: 95
  drt-total-wl_mm: 19.6
  vias_per_cell: 2.79
  diodes: 0
  vias: 3907
  drc: 0
synthesis:
  ys_area_um2: 4960
  logic_family: "simple AND/OR/NAND/NOR gates"
  syn_avg_cell_area_um2: 12.7
  ys_sh_mux_pct: 0
  aoi_share_pct: 0
  synth.distinct_cells: 4
  ys_sh_adder_pct: 0
  synth_seq_share_pct: 74.7
  synthCells: 390
  xor_share_pct: 0
  synthesis.area_um2: 4960
  ys.flops: 185
  yosys_cells: 390
  simple_gate_share_pct: 23.3
  ys_warn_count: 7
timing:
  min_period_ns: 1.18
  max_freq_ghz: 0.847
  relSlewSlack_pct: 84.2
  setup_viol: 185
  rsz0062_at_grt: "true"
  worst_slew_pin_slew_ns: 0.237
  fin_crit_sh_pct: 118
  finalSetupTns_ns: -15.76
  slew_viol_final: 0
  fin_ws_ns: -0.180
  timing.final.hold_violations: 0
min_path:
  min_path_type: "input port to flip-flop"
cts:
  clk_pin_slew_worst_paths_ns: 0.07
  post-cts-setup-buffers: 0
  cts-htree-levels: 4
  cts_buffers: 17
  ctsRootBufferMaster: "clkbuf_16"
  clock-sinks: 185
  cts_tree: "yes"
  clock_path_buffers: 2
status:
  status: "complete, but fails checks"
  violations: "setup timing"
job:
  cap_violations: 0
  tool_warnings: 27
placement:
  dpl.hpwl_mm: 15.8
  pre_cts_slack_ns: -0.246
  io_buffers: 371
  place_congestion: 0.803
  dpl-instance-area_um2: 9500
final_layout:
  design_area_um2: 9320
  areaGrowthSynthToFinish_pct: 88.1
  drive_gt1_share_pct: 33.7
per-stage QoR:
step,instances,util [%],hold WS (ns)
6_report,1402,19.4,0.108
5_1_grt,1402,19.4,0.0991
2_1_floorplan,390,-,0.328
3_3_place_gp,1370,19.8,0.615
3_5_place_dp,1370,19.8,0.616
4_1_cts,1402,19.4,0.0690
cells in the final DEF (no fill, tap or decap), drive strengths merged:
cell,n
buf,200
nor2b,185
clkdlybuf4s50,185
dfxtp,185
clkbuf,19
inv,7
bufinv,3
clkinv,2
clkinvlp,1
kinds of logic after synthesis:
family	Yosys count
simple gates	185
flops	185
buf+inv	20
routing by layer:
layer,GRT usage [%],vias up,part of all wire [%]
li1,-,1939,-
met1,7.37,1730,38
met2,10.2,208,47
met3,3.45,26,13
met4,1.31,4,2.4
met5,0,-,0.071
cell usage after synthesis, drive strengths merged:
master / count / area share [%]
buf: 17 / 1.7
clkbuf: 3 / 0.23
dfxtp: 185 / 75
nor2b: 185 / 23
worst min-delay path by stage:
stage | start | end | slack, ns | depth (start not counted)
CTS | CLR | R2.dout[6]$_SDFF_PP0_ | 0.07 | 3
global route | CLR | R2.dout[3]$_SDFF_PP0_ | 0.1 | 3
finish | CLR | R2.dout[6]$_SDFF_PP0_ | 0.11 | 3
state kept, by name, summed over array words and instances (netlist names):
name	cells
predict.dout	1
WB.dout	2
IMM.dout	32
IR.dout	32
R1.dout	32
PC.dout	32
EX.dout	13
WR.dout	5
M.dout	4
R2.dout	32
area by class of cell:
type,instances,area [um2]
clock buffers,19,443
fillers,5249,38700
repair buffers,385,3020
flip-flops and latches,185,3750
well taps,615,769
multi-input cells,185,1160
clock inverters,13,181
timing repair:
action | CTS | global route
hold buffers | 0 | 0
resized | 653 | 10
pin swaps | 0 | 0
endpoints found under the setup margin | 185 | 185
power by group through the flow:
stage         Combinational, mW  Sequential (mW)  Clock, mW
CTS                        1.59             7.88       7.64
global route               1.70             7.91       7.86
finish                     1.54             7.88       7.28
Power is estimated from default activity; no workload was simulated.
