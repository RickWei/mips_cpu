==> /design/flow/design.v <==
`timescale 1ns / 1ps
module predictor(
    input CLK,
    input [31:0] PC_now,PC_to,PC_happen,
    input branch_jump,predict_EX,
    output [31:0] preaddr,
    output predict_IF
    );
    reg valid [0:7];
    reg [31:0] PC [0:7];
    reg [31:0] PC_TO [0:7];
    reg [1:0] state [0:7];
    reg [2:0] count;
    integer i;
    initial
    begin
        for(i=0;i<8;i=i+1)
        begin
            valid[i]=0;
            PC[i]=0;
            PC_TO[i]=0;
            state[i]=0;
        end      
        count=0;
    end
    wire match0=(PC[0]==PC_now)&valid[0]?1'b1:1'b0;
    wire match1=(PC[1]==PC_now)&valid[1]?1'b1:1'b0;
    wire match2=(PC[2]==PC_now)&valid[2]?1'b1:1'b0;
    wire match3=(PC[3]==PC_now)&valid[3]?1'b1:1'b0;
    wire match4=(PC[4]==PC_now)&valid[4]?1'b1:1'b0;
    wire match5=(PC[5]==PC_now)&valid[5]?1'b1:1'b0;
    wire match6=(PC[6]==PC_now)&valid[6]?1'b1:1'b0;
    wire match7=(PC[7]==PC_now)&valid[7]?1'b1:1'b0;
    wire match=match0|match1|match2|match3|match4|match5|match6|match7;
    wire [2:0] match_No=match7?3'd7:match6?3'd6:match5?3'd5:match4?3'd4:
                        match3?3'd3:match2?3'd2:match1?3'd1:match0?3'd0:3'd0;
    wire match0_EX=(PC[0]==PC_happen)&valid[0]?1'b1:1'b0;
    wire match1_EX=(PC[1]==PC_happen)&valid[1]?1'b1:1'b0;
    wire match2_EX=(PC[2]==PC_happen)&valid[2]?1'b1:1'b0;
    wire match3_EX=(PC[3]==PC_happen)&valid[3]?1'b1:1'b0;
    wire match4_EX=(PC[4]==PC_happen)&valid[4]?1'b1:1'b0;
    wire match5_EX=(PC[5]==PC_happen)&valid[5]?1'b1:1'b0;
    wire match6_EX=(PC[6]==PC_happen)&valid[6]?1'b1:1'b0;
    wire match7_EX=(PC[7]==PC_happen)&valid[7]?1'b1:1'b0;
    wire match_EX=match0_EX|match1_EX|match2_EX|match3_EX|match4_EX|match5_EX|match6_EX|match7_EX;
    wire [2:0] match_No_EX=match7_EX?3'd7:match6_EX?3'd6:match5_EX?3'd5:match4_EX?3'd4:
                        match3_EX?3'd3:match2_EX?3'd2:match1_EX?3'd1:match0_EX?3'd0:3'd0;
    always @ (posedge CLK)
    begin
        if(branch_jump)
        begin
            if(match_EX)
            begin
                valid[match_No_EX]=1'b0;
                valid[count]=1'b1;
                PC[count]=PC_happen;
                PC_TO[count]=PC_to;
                state[count]=predict_EX?
                                (state[match_No_EX]==2'b00)?2'b00:state[match_No_EX]-2'b1:
                                (state[match_No_EX]==2'b11)?2'b11:state[match_No_EX]+2'b1;
                count=count+1;
            end
            else
            begin
                valid[count]=1'b1;
                PC[count]=PC_happen;
                PC_TO[count]=PC_to;
                state[count]=2'b01;
                count=count+1;
            end
        end
    end
    assign predict_IF=match&(state[match_No][1]==1'b1)?1'b1:1'b0;
    assign preaddr=predict_IF?PC_TO[match_No]:32'b0;
endmodule
==> /design/flow/run.sh <==
#!/bin/bash
# OpenROAD 26Q1-2900-gdf79404cd8, Yosys 0.63+post, stock flow scripts
make -C /OpenROAD-flow-scripts/flow DESIGN_CONFIG=/design/flow/config.mk WORK_HOME=/design/flow/orfs finish
==> /design/flow/config.mk <==
export PLATFORM = sky130hd
export DESIGN_NAME = predictor
export DESIGN_NICKNAME = predictor
export VERILOG_FILES = /design/flow/design.v
export SDC_FILE = /design/flow/constraint.sdc
export NUM_CORES = 4
export LEC_CHECK = 1
export CORE_UTILIZATION = 50
==> /design/flow/constraint.sdc <==
current_design predictor

set clk_period 13.1
set clk_io_pct 0.2

create_clock -name clk0 -period $clk_period [get_ports {CLK}]

set non_clock_inputs [all_inputs -no_clocks]
set_input_delay [expr $clk_period * $clk_io_pct] -clock clk0 $non_clock_inputs
set_output_delay [expr $clk_period * $clk_io_pct] -clock clk0 [all_outputs]
==> flow_summary_export.csv <==
group,metric,value,unit
route,viasPerCell,6.03,
global_routing,grt_antenna_before_repair,1,
clocking,hold_buffers,0,
floorplanning,num_rows,82,
layout,final_common_cell,"edfxtp_1",
floorplanning,core,0.0505,mm²
floorplanning,boundaryPins,132,
run,cap_viol_max_count,0,
worst_hold_path,hold_class,"flip-flop to flip-flop",
setup_path,crit_path_top_delay_cell,"clkdlybuf4s50_1",
logic_synthesis,synthCells,1903,
floorplanning,initCoreUtil,0.510,
power,leakage,10.1,nW
floorplanning,dieHeight,229,µm
clocking,worstSkewPairLatency,0.64,ns
logic_synthesis,flop_cell,"edfxtp_1",
floorplanning,die_x,229,µm
final_timing,tns,0,ns
logic_synthesis,yosys_area,0.0257,mm²
final_timing,relSlewSlack,0.361,
run_status,status,"finished clean",
final_timing,layout_min_cycle_time,10.53,ns
setup_path,end_kind,"primary output",
setup_path,crit_fanout,52,
setup_path,cp.buffers_inverters,4,
logic_synthesis,syn_area,0.0257,mm²
logic_synthesis,ys_seq_share,0.626,
clocking,cts_tree,"built",
route,drt_wl_total,87800,µm
logic_synthesis,synthArstFlopShare,0,
global_routing,first_global_vias,17700,
clocking,cts_resized,0,
setup_path,crit_type,"input port to primary output",
final_timing,tightestPinTransition,0.956,ns
route,drc,0,
final_timing,hold_violations,0,
place,routabilityCongestion,1.17,
global_routing,grt_util_all_layers,0.375,
clocking,cts_buffers,57,
layout,layout-drive-gt1-share,0.0935,
layout,areaGrowthSynthToFinish,16.4,%
setup_path,critPathArrivalTime,7.91,ns
clocking,htreeDepth,2,
power,p_sw_frac,0.238,
power,p_int,3.04,mW
route,dr.first_iter.drc_count,1321,
layout,layout_top_cells,"531 x edfxtp_1, 338 x xor2_1, 173 x xnor2_1",
setup_path,slowest_delay,0.92,ns
route,firstDrtPassIters,7,
setup_path,cp-start-kind,"input port",
global_routing,grt-ovfl-total,0,
power,pwr_density_cell,133,mW/mm²
place,port_buffers,131,
route,avgRoutedWirePerCell,31.5,µm
final_timing,whs,0.513,ns
layout,fillers,3924,
logic_synthesis,edf_count,531,
clocking,post_cts_buffers,0,
floorplanning,die-area,0.0524,mm²
power,irDropWorstVdd,0.112,mV
final_timing,min_period_over_period,0.804,
global_routing,grt_max_degree,53,
logic_synthesis,synth.avg_cell_area,13.5,µm²
place,hpwl,60600,µm
setup_path,crit_chain,"clkdlybuf4s50_1, xnor2_1, and4_1, nand4_1, or3_1, nor2_1, o311a_2, buf_4, or2_2, buf_4, o22ai_1, a21oi_1, nand2_1, a21oi_1, clkdlybuf4s50_1",
route,ant_nets,0,
final_timing,rsz0062_at_grt,"no",
logic_synthesis,yosysWarnings,2,
clocking,cts.sinks,539,
setup_path,required,10.48,ns
clocking,root_buffer,"clkbuf_16",
route,vias,16800,
power,p_seq_frac,0.497,
power,total_power,4.00,mW
logic_synthesis,synth_flops,539,
logic_synthesis,yosys_cells,1903,
power,combPwrFrac,0.090,
run,log.warning_count,29,
power,clkPwrFrac,0.413,
logic_synthesis,synthDistinctLibCells,56,
global_routing,grt_pass1_wl,126000,µm
final_timing,finalMaxSlewViolations,0,
route,diodes,0,
final_timing,fin_skew,0.0160,ns
clocking,clock_path_buffers,3,
final_timing,setup_viol,0,
setup_path,cp_top_family,"buffers and inverters",
power,p_switching,0.953,mW
final_timing,max_freq,94.9,MHz
clocking,clkTransAtPathRegs,0.06,ns
## metal layers
metal	global-route usage	wire length, µm	part of all wire
met1	0.502	30900	0.35
met2	0.551	40800	0.46
met3	0.179	10400	0.12
met4	0.167	5530	0.063
met5	0.0156	104	0.0012
## power by group through the flow
stage | registers [mW] | clock network, mW | logic (mW)
4_1_cts | 1.99 | 1.67 | 0.356
5_1_grt | 1.99 | 1.73 | 0.377
6_report | 1.99 | 1.65 | 0.360
## registers in the layout, indices dropped and copies added, names as in the netlist
signal  count
valid       8
count       3
state      16
PC_TO     256
PC        256
## worst reg2reg max path: stages (launching register included)
cell and delay [ns]:
edfxtp_1 0.43, xnor2_1 0.40, nand4_1 0.18, nor3_1 0.53, nand3_1 0.37, o21ai_0 0.49
a21o_1 0.37, mux2i_1 0.12, o211ai_1 0.20, o21ai_0 0.13, maj3_1 0.37, nor2_1 0.39
## path summary, 6_finish.rpt
path / from / end / slack (ns) / cells after the start
max: PC_now[11] / preaddr[18] / 2.57 / 15
min: valid[0] / valid[0] / 0.51 / 2
max reg2reg: PC[1][0] / state[1][1] / 8.85 / 11
min reg2reg: valid[0] / valid[0] / 0.51 / 2
## cell type report
type / count / area [µm²] / share of cell area
Clock buffer: 66 / 1460 / 0.0487
Clock inverter: 38 / 437 / 0.0146
Inverter: 12 / 45.0 / 0.00150
Multi-Input combinational cell: 1243 / 9100 / 0.304
Sequential cell: 539 / 16100 / 0.538
Tap cell: 672 / 841 / 0.0281
Timing Repair Buffer: 219 / 1970 / 0.0658
## stage by stage
step                      setup WS, ns  utilization  instances  instance area [µm²]
after floorplan                   5.12            -       1903                25700
after global placement            2.63        0.556       2685                28100
after detailed placement          2.64        0.556       2685                28100
after CTS                         2.57        0.594       2789                30000
after global routing              2.35        0.594       2789                30000
final                             2.57        0.594       2789                30000
## cell families (layout without fill, tap and decap cells)
kind of cell	after synthesis	after routing	share of synthesized area
DFF	539	539	0.626
muxes	90	90	0.0350
xor gates and xnor gates	511	511	0.174
AOI/OAI and AO/OA	146	146	0.0386
adders and majority gates	8	8	0.00370
and+or+nand+nor	488	488	0.0993
buffers and inverters	121	335	0.0236
## cells in the mapped netlist (3+ instances only)
library cell | count | area share
xor2_1 | 338 | 0.12
and3_1 | 4 | 0.00097
nand4b_1 | 3 | 0.0010
buf_6 | 5 | 0.0022
nor4b_1 | 6 | 0.0020
a21o_1 | 5 | 0.0015
nand4_1 | 60 | 0.015
nand2b_1 | 6 | 0.0015
ha_1 | 6 | 0.0029
xnor2_1 | 173 | 0.059
edfxtp_1 | 531 | 0.62
o211ai_1 | 8 | 0.0023
buf_2 | 75 | 0.015
nand3_1 | 62 | 0.012
o22ai_1 | 26 | 0.0063
o221ai_2 | 11 | 0.0064
dfxtp_1 | 8 | 0.0062
and4b_1 | 3 | 0.0012
nor2_1 | 39 | 0.0057
and4_1 | 3 | 0.0010
buf_1 | 4 | 0.00058
o21ai_0 | 16 | 0.0031
nand2_1 | 135 | 0.020
inv_1 | 12 | 0.0018
nor4_1 | 115 | 0.028
o221ai_1 | 4 | 0.0014
nor3_1 | 33 | 0.0064
or3_1 | 7 | 0.0017
mux2i_1 | 90 | 0.035
clkbuf_1 | 19 | 0.0028
buf_4 | 6 | 0.0018
a21oi_1 | 58 | 0.011
No activity file was given, so power comes from the tool's default toggle rates.
